**flow/config.mk**
```make
export PLATFORM = sky130hd
export DESIGN_NAME = ROM
export DESIGN_NICKNAME = ROM
export VERILOG_FILES = /design/flow/design.v
export SDC_FILE = /design/flow/constraint.sdc
export NUM_CORES = 4
export LEC_CHECK = 1
export CORE_AREA = 10 10 70 70
export DIE_AREA = 0 0 80 80
```
**flow/constraint.sdc**
```tcl
current_design ROM

set clk_period 2.1
set clk_io_pct 0.2

create_clock -name clk0 -period $clk_period

set non_clock_inputs [all_inputs -no_clocks]
set_input_delay [expr $clk_period * $clk_io_pct] -clock clk0 $non_clock_inputs
set_output_delay [expr $clk_period * $clk_io_pct] -clock clk0 [all_outputs]
```
**flow/run.sh**
```bash
#!/bin/bash
# OpenROAD 26Q1-2900-gdf79404cd8, Yosys 0.63+post, stock flow scripts
make -C /OpenROAD-flow-scripts/flow DESIGN_CONFIG=/design/flow/config.mk WORK_HOME=/design/flow/orfs finish
```
**flow/design.v**
```verilog
module ROM(
    input[3:0] address,
    output reg [7:0] dout
);
    always @(*)
        case (address)
        0: dout <= {4'b0011 , 4'b0000 };  
        1: dout <= {4'b0000 , 4'b1010 };  
        2: dout <= {4'b0111 , 4'b0100 };  
        3: dout <= {4'b0101 , 4'b0001 };  
        4: dout <= {4'b0001  , 4'b0000 };  
        5: dout <= {4'b1111   , 4'b0101 };
        default: dout <= 8'bxxxxxxxx;
    endcase
endmodule
```
==> Slide: Implementation Results <==
Run Summary

Cells and area
  – Area growth syn-to-layout: 228.9%
  – Final core occ: 0.09158
  – Fin area: around 310 sq um
  – Flop count: 0
  – Non-Filler Instances: about 73
  – Flop area: 0 sq um
  – Clock buffer count: 0
  – Share of post-route cells with drive strength above 1: 0.3704

Run
  – OpenROAD warning count: 32
  – MaxCap Viol Count: 0

Yosys
  – YS chip area: approximately 95 sq um
  – Synth Seq Share: 0
  – Yosys Instances: 14
  – Adder-Cell Fraction of Synth Area: 0
  – Distinct lib cells used: 12
  – Post-Synthesis Cells: 14
  – XOR-XNOR Cells, Area Fraction: 0
  – Syn Std Cell Area: roughly 95 sq um
  – Post-synth top area cell: nand2b_4
  – Ao+oa area frac: 0.2368
  – Top cells by area: nand2b_4 (14%), nand2b_1 (13%), nand4bb_1 (12%)
  – Simple share: 0.6447
  – Top area contributor share: 0.1447
  – YS warnings: 1
  – Syn Area/Cell: a little under 7 sq um
  – Area fraction in mux cells: 0
  – Top non-seq family: simple AND/OR/NAND/NOR gates

Worst setup path
  – Max Fanout on Critical Path: 6
  – Worst path bufs/invs: 2
  – Req. time, crit path: ~1.7 ns
  – Crit-path slowest cell: clkdlybuf4s50_1
  – Startpoint class of the critical path: input port
  – CP arrival: 1.59 ns
  – Largest stage delay, worst path: 0.48 ns
  – Crit end category: output pin
  – CP cell instances: dlygate4sd2_1 > nand4bb_4 > o21ai_0 > clkdlybuf4s50_1
  – Family with the most delay on the worst path: buffers and inverters
  – Worst setup path start: address[1]
  – Crit path kind: in2out

STA
  – Hold Slack: 1.379 ns
  – Setup WS post-layout: 0.08711 ns
  – Fmax: a little under 500 MHz
  – Slew Limit Fails: 0
  – Period minus WS final: between 2 and 2.5 ns
  – Final hold violation count: 0
  – Tightest Pin Transition: roughly 0.32 ns
  – Cycle use final: 0.9585
  – Setup_tns: 0 ns
  – Slew headroom: 0.7879
  – Final setup viols: 0

Worst hold path
  – Worst Hold Class: in2out
  – Hold_sp: address[2]
  – Hold depth: 3
  – Hold Path End: dout[4]

Die
  – Floorplan utilization: 0.02784
  – Core ar.: around 3400 sq um
  – Rows: 21
  – Die Y: ~80 um
  – Die area: 6400 sq um
  – I/O pin count: 12
  – Die Wd: around 80 um

Global routing
  – Initial antenna violation count: 0
  – First-pass GRT wire length: roughly 600 um
  – Largest net degree at the start of global routing: 8
  – GRT Resource Usage Total: 0.01109
  – Grt ovf: 0
  – Number of global-route vias before repair: approximately 130

Place
  – DP Area: 280.3 sq um
  – Routability Congestion: roughly 0.76
  – DP Worst Slack: -0.2072 ns
  – IO Port Bufs: 12
  – Placed insts: between 70 and 80

Detailed routing
  – N_diodes: 0
  – DRC Markers: 0
  – Routed WL per cell: 6.411 um
  – Vias: between 150 and 200
  – Vias per Instance: approximately 2.2
  – Final wirelength: between 400 and 500 um
  – DRT Pass-1 Iters: 1
  – Antenna Nets Post-Route: 0
  – DR iter-0 viols: 0

Pwr
  – Leakage: ~0.11 nW
  – Worst vdd ir: 0.01832 mV
  – Pwr dens: around 130 nW/um^2
  – Total power: about 40 uW

Clock network
  – Postcts setup bufs: 0
  – CTS hold repair buffers: 0

Status
  – Status: finished clean
## per-layer routing
layer	track usage	part of all wire	vias to the layer above	wire [um]
met1	0.01519	0.49	69	231
met2	0.01846	0.37	9	172
li1	-	-	79	-
met4	0	0	0	0
met5	0	0	-	0
met3	0.002273	0.14	0	64
## where the power goes
group	internal (mW)	leakage (nW)	switching, mW
clock	0	0	0
sequential	0	0	0
combinational	0.0239	0.109	0.0159
total	0.0239	0.109	0.0159
## cell usage after synthesis
| cell type | number |
|---|---|
| a21oi_1 | 2 |
| nand2b_1 | 2 |
| buf_4 | 1 |
| inv_1 | 1 |
| nand2b_4 | 1 |
| nand4bb_1 | 1 |
| nor2_1 | 1 |
| nor3_1 | 1 |
| nor4b_1 | 1 |
| o21ai_0 | 1 |
| o31ai_1 | 1 |
| or3_1 | 1 |
## area by class of cell
class                      count  area [sq um]
fill                         399          3103
multi-input combinational     12         130.1
timing repair buffer          14         121.4
tap                           46         57.56
inverter                       1         3.754
## cell usage in the layout (no fill, tap or decap)
master	synthesis	routed
clkdlybuf4s50_1	0	7
dlygate4sd2_1	0	3
nand2b_4	1	2
a21oi_1	2	2
clkbuf_2	0	2
buf_4	1	2
nor3_4	0	1
nand4bb_4	0	1
o31ai_2	0	1
or3_1	1	1
inv_1	1	1
o21ai_0	1	1
nor2_1	1	1
nor4b_2	0	1
nand2b_1	2	1
## worst max path at each step
stage	endpoint	cells past startpoint	slack, ns
after CTS	dout[2]	4	0.01
after global routing	dout[2]	4	-0.01
final	dout[6]	4	0.09
## kinds of logic (layout without fill, tap and decap cells)
kind of cell | Yosys count | in the layout
buffers and inverters | 2 | 15
AOI/OAI and AO/OA | 4 | 4
and+or+nand+nor | 8 | 8
## repair_timing
| item | CTS | global route |
|---|---|---|
| resized | 8 | 7 |
| endpoints found under the setup margin | 8 | 1 |
| pin swaps | 1 | 0 |
Power is estimated from default activity; no workload was simulated.
