`flow/config.mk`:
```
export PLATFORM = sky130hd
export DESIGN_NAME = ADDER
export DESIGN_NICKNAME = ADDER
export VERILOG_FILES = /design/flow/design.v
export SDC_FILE = /design/flow/constraint.sdc
export NUM_CORES = 4
export LEC_CHECK = 1
export CORE_AREA = 10 10 70 70
export DIE_AREA = 0 0 80 80
```
`flow/constraint.sdc`:
```
current_design ADDER

set clk_period 3.2
set clk_io_pct 0.2

create_clock -name clk0 -period $clk_period

set non_clock_inputs [all_inputs -no_clocks]
set_input_delay [expr $clk_period * $clk_io_pct] -clock clk0 $non_clock_inputs
set_output_delay [expr $clk_period * $clk_io_pct] -clock clk0 [all_outputs]
```
`flow/design.v`:
```
module ADDER(
    input [3:0] a,
    input [3:0] b,
    output [3:0] out,
    output carry_out
);
    assign {carry_out,out} = a + b;
endmodule
```
`flow/run.sh`:
```
#!/bin/bash
# OpenROAD 26Q1-2900-gdf79404cd8, Yosys 0.63+post, stock flow scripts
make -C /OpenROAD-flow-scripts/flow DESIGN_CONFIG=/design/flow/config.mk WORK_HOME=/design/flow/orfs finish
```
==> impl_metrics.csv <==
group,metric,value,unit
drt,drt-vias-per-instance,2.09,
drt,post_drt_wl_per_cell,6.93,um
global_route,globalRouteOverflowTotal,0,
finish,fin_util,0.0985,
synthesis,postSynthCellCount,16,
worst_hold_path,timing.hold.worst.start,"a[0]",
critical_path,maximum_cell_stage_delay_along_the_critical_path,0.47,ns
place,place.gp.congestion,0.730,
final_timing,finalSetupViolations,0,
synthesis,synth_area,136,sq um
synthesis,unique_masters_post_synth,9,
critical_path,buffer_and_inverter_tally_for_the_worst_setup_path,3,
synthesis,synth-area-yosys,136,sq um
power,max-vdd-ir-drop,0.0184,mV
critical_path,critical_path.top_delay_family,"buffers and inverters",
finish,final_layout_top_logic_cells,"clkdlybuf4s50_1, inv_1, ha_1",
floorplan,initCoreUtil,0.0399,
global_route,first_pass_grt_wire_length,772,um
floorplan,dieArea,6400,sq um
outcome,status,"complete, no violations",
worst_hold_path,worstHoldPathType,"input pin to primary output",
finish,drive_gt1_frac,0.133,
final_timing,hold_viol_final,0,
floorplan,pin_count,13,
place,post-dp-hpwl,505,um
critical_path,critical-path-top-cell-by-count,"clkdlybuf4s50_1",
finish,nFlopsAndLatches,0,
global_route,track_usage,0.0153,
finish,mostFrequentLayoutCell,"clkdlybuf4s50_1",
final_timing,post-route-min-period,3.06,ns
synthesis,avgSynthCellArea,8.52,sq um
critical_path,worstPathArrival,2.42,ns
finish,final.clkbuf_count,0,
power,total_power,0.0480,mW
critical_path,end_kind,"primary output",
drt,route.vias.total,159,
final_timing,fmax,327,MHz
critical_path,critical_path.cell_chain,"clkdlybuf4s50_1 > ha_2 > inv_1 > fa_2 > nor2b_1 > o21ai_0 > nand2b_1 > clkdlybuf4s50_1",
critical_path,crit_required,2.56,ns
final_timing,max_slew_margin,0.904,
critical_path,crit_path_from,"b[0]",
drt,final_antenna_diode_count,0,
cts,hold_buffers,0,
synthesis,register_share_after_synthesis,0,
synthesis,synth.yosys.num_cells,16,
drt,routed_wl,527,um
final_timing,final_critical_path_setup_slack,0.138,ns
final_timing,hold_slack,2.34,ns
drt,drt_iter0_drc,0,
place,io_buffer_count,13,
job,openroad.warnings,32,
floorplan,placementRows,21,
floorplan,die_w,80,um
critical_path,critPathLaunchType,"input pin",
finish,register_area,0,sq um
critical_path,crit_path_max_fanout,2,
final_timing,final-max-slew-violation-count,0,
drt,drt.antenna.violating_nets,0,
synthesis,yosysWarnings,0,
global_route,antenna_found_initial,0,
critical_path,critPathSlowestCell,"clkdlybuf4s50_1",
global_route,first_global_vias,155,
finish,synthesis_to_layout_area_growth,147,%
global_route,grt_start_max_net_pins,4,
power,power.density,143,nW/um^2
place,placement.setup.worst_slack,0.0378,ns
power,leakage,0.132,nW
final_timing,totalNegativeSetupSlack,0,ns
final_timing,worst_pin_slew,0.142,ns
job,maxCapViolCount,0,
critical_path,setup.worst_path.class,"input pin to primary output",
final_timing,rsz0062_at_grt,"no",
floorplan,chipHeight,80,um
drt,drc,0,
drt,detailedRoute.firstPassIterationCount,1,
final_timing,period_used_share,0.957,
floorplan,core_region_area,3420,sq um
## routing by layer
| metal | wire length [um] | GRT usage | up-vias |
|---|---|---|---|
| li1 | - | - | 79 |
| met1 | 244 | 0.0225 | 69 |
| met2 | 160 | 0.0177 | 11 |
| met3 | 121 | 0.0114 | 0 |
| met4 | 0 | 0 | 0 |
| met5 | 0 | 0 | - |
## report_power, final
| group | internal (mW) | switching, mW |
|---|---|---|
| Clock | 0 | 0 |
| Combinational | 0.0347 | 0.0134 |
| Sequential | 0 | 0 |
## per-stage QoR
stage          cells  cell area [sq um]
6_report          76                337
5_1_grt           76                337
4_1_cts           75                324
3_5_place_dp      75                324
3_3_place_gp      75                324
2_1_floorplan     16                136
## cells in the mapped netlist
master / n / area, sq um
a21o_1: 1 / 7.51
ha_1: 4 / 50.1
a21oi_2: 1 / 8.76
nor2b_1: 1 / 6.26
nand2b_1: 1 / 6.26
inv_1: 4 / 15.0
xnor2_1: 2 / 17.5
o21ai_0: 1 / 5.00
fa_1: 1 / 20.0
## timing repair
action / in CTS / in global routing
buffers inserted: 0 / 1
setup endpoints to repair: 0 / 1
resized: 0 / 2
## logic make-up after synthesis
family / synth area share
AND-OR/OR-AND: 0.156
adder cells (fa/ha/maj): 0.514
buffers and inverters: 0.110
AND/OR/NAND/NOR: 0.0918
XOR/XNOR: 0.128
## cell type report
| type | instances | area [sq um] |
|---|---|---|
| inverters | 4 | 15.0 |
| multi-input cells | 12 | 126 |
| well taps | 46 | 57.6 |
| repair buffers | 14 | 138 |
| fillers | 401 | 3080 |
## tightest hold or removal path, cell delays in order
cell and delay (ns):
clkdlybuf4s50_1 0.47, ha_2 0.14, clkdlybuf4s50_1 0.46
## path summary, 6_finish.rpt
path              depth (start not counted)  slack (ns)         to
setup / recovery                          8        0.14  carry_out
hold / removal                            3        2.34     out[0]
Power is estimated from default activity; no workload was simulated.
